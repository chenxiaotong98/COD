[./design.v]
`timescale 1ns / 1ps
module RAM(
	input clk,
   input [11:0] address,
	input MemWrite,
	input [31:0] Mem_write_data,
	output [31:0] Mem_read_data
    );
	reg [31:0] ram [127:0];
	assign Mem_read_data=ram[address];
	always@(posedge clk)
	begin
		if(MemWrite)	
			ram[address]=Mem_write_data;
	end
	integer i;
	initial
	begin
		for(i=0;i<128;i=i+1)
			ram[i]=32'b0;
		ram[20]=32'h14;ram[21]=32'h3;ram[22]=32'h3;
	end
endmodule
[./run.sh]
#!/bin/bash
# OpenROAD 26Q1-2900-gdf79404cd8, Yosys 0.63+post, stock flow scripts
make -C /OpenROAD-flow-scripts/flow DESIGN_CONFIG=/design/flow/config.mk WORK_HOME=/design/flow/orfs finish
[./config.mk]
export PLATFORM = sky130hd
export DESIGN_NAME = RAM
export DESIGN_NICKNAME = RAM
export VERILOG_FILES = /design/flow/design.v
export SDC_FILE = /design/flow/constraint.sdc
export NUM_CORES = 4
export LEC_CHECK = 1
export CORE_UTILIZATION = 50
[./constraint.sdc]
current_design RAM

set clk_period 79.8
set clk_io_pct 0.2

create_clock -name clk0 -period $clk_period [get_ports {clk}]

set non_clock_inputs [all_inputs -no_clocks]
set_input_delay [expr $clk_period * $clk_io_pct] -clock clk0 $non_clock_inputs
set_output_delay [expr $clk_period * $clk_io_pct] -clock clk0 [all_outputs]
==> notes.md <==
Status on the layout run. At the worst endpoint, the arrival time is 22.95 ns. The die is between 500 and 600 microns wide. TritonCTS built the clock tree. By instance count, the cell type seen most on the critical path is sky130_fd_sc_hd__buf_4. STA reports the tightest min-delay check as being of type input port to register.

Per the synth stats, the flop cell with the highest instance count is sky130_fd_sc_hd__edfxtp_1. Area of placed instances landed at roughly 160000 sq um. CTS saw around 4000 sinks. After routing the design area is 178000 sq um.

On the critical path, the stage with the largest delay is an instance of sky130_fd_sc_hd__o2111ai_1. Setup repair after global routing left no endpoint under its margin. The final reports fail on max-capacitance violations, max-slew violations. Counting flops and latches in the post-synthesis netlist gives between 4000 and 5000. Summing internal, switching and leakage power gives around 4.6 mW. Number of resized instances in the post-cts repair step landed at 0. Area share of the largest cell type after synthesis landed at 0.785. Number of buffers and inverters on the critical path landed at 8. Measured on the finished design, the core utilization comes to 0.571.

Proportion of register bits with asynchronous set or reset after synthesis landed at 0. Of the synthesized area, sequential elements account for 0.785. Clock group share of total power landed at 0.414.

For the final routed database, the setup TNS stands at 0 ns. Via count of the first global-routing pass landed at between 90000 and 100k. HPWL reported at the end of detailed placement landed at roughly 320000 microns. In this run the vertical extent of the chip is approximately 560 microns. Sorting the synthesis cell report by count puts at the top sky130_fd_sc_hd__edfxtp_1. Per STA, the worst path is made up of buf_8 -> buf_4 -> buf_4 -> buf_4 -> buf_4 -> and2_4 -> buf_4 -> buf_4 -> a221oi_1 -> o22a_1 -> o2111ai_1 -> or4_1 -> clkdlybuf4s50_1.

Pin placement for this block handled 78 I/O pins. The leakage power in the latest report is about 55 nW. In the synthesized netlist, the number of instances is 8922. The register with the most flip-flops in the layout has around 4000 of them.

Cell area after synthesis landed at approximately 160000 sq um. The run reported a max-capacitance violation count of 1. Switching share of total power landed at 0.226. By count the netlist is led by 4096 x sky130_fd_sc_hd__edfxtp_1, 847 x sky130_fd_sc_hd__a221oi_1, 468 x sky130_fd_sc_hd__a22oi_1. Clock-pin slew on the worst setup and hold paths landed at 0.07 ns. The first routing iteration left around 7600 violations. The clock passes through at most 4 buffers. Buffers placed on the I/O ports in this run total 72. Routability-driven placement congestion ratio landed at between 0.9 and 1.

Placed instance count landed at about 13000. The final report lists a non-filler cell total of around 14000. Cell total in the yosys stat output landed at 8922. Synthesis-to-layout area growth landed at 13.6%.

The flow ran to the end, but the final reports show violations. Final tally of setup violations landed at 0. Wire length after detailed routing landed at 547000 microns. For the pin with the worst max-slew slack, the measured transition is between 1.5 and 2 ns. After global routing the overflow that remains totals 0. The worst setup path is captured at an output port.

The CTS report gives the tree buffer count as ~410. The cell type that accounts for the most area after synthesis is sky130_fd_sc_hd__edfxtp_1. The analysis reports a worst IR drop on VDD of 0.0194 mV. Portion of total power attributed to sequential cells landed at 0.522. The script parses the final routing iteration and logs DRC violations as 0.

The detailed router placed approximately 93000 vias in this run. Nets still carrying antenna violations after routing amount to 0. Least setup slack across all paths after layout landed at slightly above 40 ns. For reference, the post-synthesis area per instance comes to between 15 and 20 sq um. According to the Yosys statistics, the synthesized design has a chip area of 157000 sq um. Fmax landed at between 20 and 30 MHz.

In the floorplan report the effective utilization is 0.503. For this run, the detailed router's first-pass iteration total came to 6. Power spent charging and discharging nets landed at roughly 1 mW. Relative slew slack landed at -0.0139. Wire length of the first global-routing pass landed at ~750000 microns. Using the TritonRoute via totals, the vias-per-cell ratio works out to around 6.8. Combinational cell fraction of total power landed at 0.064.

Routed length per instance landed at 39.8 microns. The tightest hold path in the finished design has a slack of 15.37 ns. Per the CTS log, the root buffer master is sky130_fd_sc_hd__clkbuf_16.

STA classifies the critical path startpoint as an input port. Of the cells placed in the final design, the portion with a size suffix greater than 1 is 0.175. Cell area power density landed at roughly 26 nW/um^2.

Standard cell core area landed at roughly 310000 sq um. Internal cell power landed at between 3 and 4 mW. Total global routing track utilization landed at 0.391. The timing report attributes the biggest portion of critical-path delay to buffers and inverters. Warnings reported by Yosys during synthesis add up to 1. Dividing the final minimum period by the clock period gives 0.488.

Per STA, the highest per-stage delay on the worst path measures between 0.9 and 1 ns. Maximum fanout count along the critical path landed at 38. Count of distinct cell types in the synthesized netlist landed at 75. The die covers ~320000 sq um. Largest net degree at the start of global routing landed at 97. The pre-CTS setup check shows a worst slack of slightly above 40 ns.

Per the CTS log, the maximum H-tree level is 5. Number of post-CTS setup repair buffers landed at 0. The worst setup path is of the input port to output port kind. Number of antenna violations at the first check in global routing landed at approximately 60. Buffers inserted to repair hold after CTS numbered 0. Final number of hold-violating endpoints landed at 0. Number of placement rows landed at 205. According to the timing report, the data required time at the worst endpoint equals 63.84 ns. In the final report, the number of pins over their slew limit comes to 11.

In the post-synthesis netlist, the biggest area contributors are sky130_fd_sc_hd__edfxtp_1 79%, sky130_fd_sc_hd__a221oi_1 4.7%, sky130_fd_sc_hd__a22oi_1 2.2%. The routed design could run at a clock period as short as about 39 ns. Count of library flops with an enable pin landed at roughly 4100. Number of warnings the tools reported landed at 32.
==> cells by family after synthesis <==
logic type,synth area share
AOI/OAI and AO/OA,0.129
DFF,0.785
buffers and inverters,0.0203
and+or+nand+nor,0.0274
muxes,0.0382
==> power by group through the flow <==
stage	logic, mW	registers, mW	clock network (mW)
CTS	0.280	2.38	1.89
global route	0.301	2.38	1.98
finish	0.291	2.38	1.88
==> layout by cell type, fill, tap and decap left out, drive strengths merged, types with 49 or more instances in the layout <==
| master | Yosys | final |
|---|---|---|
| a21oi | 425 | 425 |
| a221o | 64 | 64 |
| a221oi | 847 | 847 |
| a22oi | 468 | 468 |
| buf | 403 | 564 |
| clkbuf | 324 | 514 |
| clkinv | 0 | 176 |
| diode | 0 | 76 |
| edfxtp | 4096 | 4096 |
| mux2 | 279 | 279 |
| mux2i | 127 | 127 |
| mux4 | 70 | 70 |
| nand2 | 241 | 241 |
| nor2 | 291 | 291 |
| nor2b | 108 | 108 |
| o21ai | 326 | 326 |
| o221ai | 49 | 49 |
| o22ai | 170 | 170 |
==> final timing paths <==
check | startpoint | end | slack, ns | depth (start not counted)
setup / recovery | address[2] | Mem_read_data[20] | 40.89 | 13
hold / removal | Mem_write_data[0] | ram[75][0]$_DFFE_PP_ | 15.37 | 1
==> layer usage <==
metal  GRT usage  share of wire  up-vias  routed length (microns)
li1            -              -    38100                        -
met1       0.425           0.28    45600                   153000
met2       0.503           0.43     7968                   233000
met3       0.377           0.23     1285                   124000
met4       0.179          0.060      101                    32600
met5       0.107         0.0078        -                     4250
==> layout make-up <==
class                      count  area (sq um)
multi-input combinational   4092         31600
timing repair buffer         598          4800
tap                         4140          5180
inverter                       7          50.0
clock buffer                 514         10800
clock inverter               229          2280
fill                       22400        134000
antenna                       76           190
sequential                  4096        123000
No activity file was given, so power comes from the tool's default toggle rates.
